`design.v`:
```
`timescale 1ns / 1ps
module branch(
   input [31:0] pc_ip,
	input [31:0] destination_addr,
	input [31:0] reg_1,
	input [1:0] branch_signal,
	input [5:0] func_code,
	input [2:0] alu_flag,
	input rst,
	input clk,
   output reg [31:0] pc_op,
	output reg [31:0] pc_next
    );
	reg [2:0] prev_flag;
	always @(posedge clk) begin
		if(rst)
			prev_flag <= 3'b000;
		else
			prev_flag <= alu_flag;
	end
	always @(negedge clk) begin
		pc_next <= pc_ip+ 32'b1;
		if(rst)
			pc_op <= 32'b0;
		else begin 
			if (branch_signal[1]==1'b0)
				pc_op<=pc_ip+32'b1;
			else begin
				case(branch_signal[0])
				1'b1: begin
					case(func_code)
						5'b10001: begin
							pc_op<=destination_addr;
						end
						5'b10010:begin
							if(prev_flag[0]==1'b1)
								pc_op<=destination_addr;
							else
								pc_op<=pc_ip+32'b1;
						end
						5'b10011:begin
							if(prev_flag[0]==1'b0)
								pc_op<=destination_addr;
							else
								pc_op<=pc_ip+32'b1;
						end
						5'b10100:begin
							if(prev_flag[2]==1'b1)
								pc_op<=destination_addr;
							else
								pc_op<=pc_ip+32'b1;
						end
						5'b10101:begin
							if(prev_flag[2]==1'b0)
								pc_op<=destination_addr;
							else
								pc_op<=pc_ip+32'b1;
						end
						5'b11000:begin
							if(prev_flag[1]==1'b0)
								pc_op<=destination_addr;
							else
								pc_op<=pc_ip+32'b1;
						end
						default: begin
							pc_op<=pc_ip+32'b1;
						end
					endcase
					end
				1'b0: begin
					pc_op<=reg_1;
				end
				endcase	
			end
		end
	end
endmodule
```
`run.sh`:
```
#!/bin/bash
# OpenROAD 26Q1-2900-gdf79404cd8, Yosys 0.63+post, stock flow scripts
make -C /OpenROAD-flow-scripts/flow DESIGN_CONFIG=/design/flow/config.mk WORK_HOME=/design/flow/orfs finish
```
`config.mk`:
```
export PLATFORM = sky130hd
export DESIGN_NAME = branch
export DESIGN_NICKNAME = branch
export VERILOG_FILES = /design/flow/design.v
export SDC_FILE = /design/flow/constraint.sdc
export NUM_CORES = 4
export LEC_CHECK = 1
export CORE_UTILIZATION = 40
```
`constraint.sdc`:
```
current_design branch

set clk_period 4.6
set clk_io_pct 0.2

create_clock -name clk0 -period $clk_period [get_ports {clk}]

set non_clock_inputs [all_inputs -no_clocks]
set_input_delay [expr $clk_period * $clk_io_pct] -clock clk0 $non_clock_inputs
set_output_delay [expr $clk_period * $clk_io_pct] -clock clk0 [all_outputs]
```
==> Changelog: implementation <==
## Implementation

- Status: complete, but fails checks
- Failing checks: setup timing
- CP Max Fanout: 4
- Row Count: 33
- Log Warnings: 91
- Most common cell in the netlist: dfxtp_1
- Post-route ant nets: 0
- Vias per Instance: around 5.4
- Slew @ Worst Pin: between 0.4 and 0.5 ns
- Max-cap viol count: 0
- Die Span Y: between 90 and 100 um
- Grt total ovfl: 0
- Layout fillers: 466
- Global-route wire length before repair: 22800 um
- Leakage Power: about 3.1 nW
- CTS max path bufs: 2
- Mapped Area: between 0.003 and 0.004 mm^2
- Peak supply drop: approximately 0.00021 V
- Yosys warning count: 1
- Die Size: just under 0.009 mm^2
- Drt initial violations: 198
- Crit path launch type: input pin
- Cell type with the largest total area: dfxtp_1
- Total track usage: 34.9%
- Max-slew violation count: 0
- DR vias: roughly 4600
- Worst slack, placed: -0.716 ns
- Yosys stat chip area: 0.00337 mm^2
- DR WL/cell: between 15 and 20 um
- Synth Instances: roughly 400
- Top cells by count, synth: dfxtp_1 (67), o21ai_0 (42), nor2_1 (30)
- Power density over the cells: between 200 and 300 mW/mm^2
- Port bufs: approximately 170
- Rel. slew slack: roughly 73%
- Diode count: 0
- Fin Setup TNS: -0.0420 ns
- Chip width: ~94 um
- Critical path type: in -> reg
- HPWL after detailed placement: between 10000 and 15000 um
- Yosys cell types: approximately 56
- Post-synthesis sequential area ratio: around 40%
- Core area: around 0.0082 mm^2
- WP data arrival: 2.62 ns
- CTS buffer count: 9
- Root buffer cell: clkbuf_8
- Share of synthesized registers carrying an async set or reset: 0%
- Ys flop type: dfxtp_1
- Largest net degree at the start of global routing: 30
- Clock sinks: 67
- Layout cell share with drive strength beyond 1: between 20 and 30%
- Flip-flops with a built-in enable: 0
- Vias in the first global route: just under 5000
- Total Wirelength: 15400 um
- CTS tree: built
- Area leader share: about two fifths
- Placer congestion estimate: roughly 0.96
- P&R area growth vs syn: 102%
- Worst hold slack: about 1.1 ns
- Clk pin slew, worst setup/hold paths: 0.08 ns
- Initial antenna violation count: 0
- Yosys reg bits: approximately 67
- Path depth of the worst reg2reg path: 8
- Latency at later pin: between 0.4 and 0.5 ns
- Hold Crit Class: in -> reg
- Final hold vios: 0
- H-tree levels: 3
- Synth area leaders: dfxtp_1 (40%), o21ai_0 (6.2%), xnor2_1 (6.0%), nor2_1 (3.3%), a21oi_1 (2.8%)
- DRC violations left: 0
- Floorplan core density: slightly above 40%
- IO Pins: between 150 and 200
- Worst setup margin: -0.0420 ns
- Power Total: between 0.0015 and 0.002 W
- CP endpoint kind: register
- Final setup viols: 1
- 1st-pass router iterations: 5
- Avg Inst Size Synth: roughly 8.4 um^2
- Critical path required time: around 2.6 ns
- # Cells Yosys: about 400
- WHS Path Cells: 2
- Final Skew: between 0.07 and 0.08 ns
-- routing by layer --
layer | share of wire, % | track usage [%]
met2 | 48 | 56.9
met1 | 41 | 42.9
met5 | 0 | 0
met4 | 3.6 | 15.4
met3 | 8.0 | 10.6
-- cells in the final DEF (no fill, tap or decap), drive strengths merged, types with 13 or more instances in the layout --
cell,synthesis,final
nand2,22,22
nor3,13,13
clkdlybuf4s50,0,137
inv,14,80
xnor2,23,23
nand3,15,15
buf,7,136
o21ai,44,44
nor2,31,31
a21oi,19,19
clkbuf,15,15
dlygate4sd2,0,15
dfxtp,67,67
-- registers in the layout (all words and copies together), names as in the netlist --
register,flops
pc_op,32
prev_flag,3
pc_next,32
-- report_power, final --
group / switching, W / total [W] / internal (W)
Combinational: 0.000150 / 0.000395 / 0.000245
Sequential: 0.0000143 / 0.000639 / 0.000624
Clock: 0.000443 / 0.000765 / 0.000322
Total: 0.000607 / 0.00180 / 0.00119
-- final timing paths --
check          startpoint      endpoint  slack, ns
max              pc_ip[7]     pc_op[30]      -0.04
min           alu_flag[1]  prev_flag[1]       1.11
max reg2reg  prev_flag[2]      pc_op[6]       0.37
min reg2reg  prev_flag[0]     pc_op[22]       3.00
-- area by class of cell --
| class | count | area (um^2) | share of cell area (%) |
|---|---|---|---|
| Clock buffer | 9 | 124 | 1.82 |
| Clock inverter | 70 | 303 | 4.45 |
| Inverter | 13 | 48.8 | 0.717 |
| Multi-Input combinational cell | 299 | 2160 | 31.7 |
| Sequential cell | 67 | 1340 | 19.7 |
| Tap cell | 105 | 131 | 1.93 |
| Timing Repair Buffer | 301 | 2700 | 39.6 |
-- worst max-delay path, cell delays in order --
cell	delay [ns]
buf_2	0.10
nand4_1	0.19
nor4b_4	0.46
nand4_1	0.24
xnor2_1	0.20
o21ai_1	0.15
or3b_1	0.36
-- repair_timing --
action                     in CTS  in global routing
hold endpoints to repair        0                  0
cloned                          0                  0
setup endpoints to repair      44                 33
pin swaps                      19                 23
buffers inserted               11                  3
hold buffers                    0                  0
resized                        87                 55
-- metrics by stage --
| stage | instance area, um^2 | cells | util (%) |
|---|---|---|---|
| 3_5_place_dp | 6060 | 773 | 74.1 |
| 3_3_place_gp | 6060 | 773 | 74.1 |
| 4_1_cts | 6680 | 861 | 81.7 |
| 6_report | 6810 | 864 | 83.3 |
| 2_1_floorplan | 3420 | 402 | - |
| 5_1_grt | 6810 | 864 | 83.3 |
-- kinds of logic (layout without fill, tap and decap cells) --
family	after synthesis	in the layout	synth area share [%]
compound gates	124	124	24.0
xor+xnor	31	31	8.06
fa+ha+maj	2	2	0.668
buf+inv	36	393	4.60
flops	67	67	39.8
simple gates	142	142	22.9
No activity file was given, so power comes from the tool's default toggle rates.
