**flow/config.mk**
```make
export PLATFORM = sky130hd
export DESIGN_NAME = CLA_16bit_LCU
export DESIGN_NICKNAME = CLA_16bit_LCU
export VERILOG_FILES = /design/flow/design.v
export SDC_FILE = /design/flow/constraint.sdc
export NUM_CORES = 4
export LEC_CHECK = 1
export CORE_AREA = 10 10 91 91
export DIE_AREA = 0 0 101 101
```
**flow/constraint.sdc**
```tcl
current_design CLA_16bit_LCU

set clk_period 3.7
set clk_io_pct 0.2

create_clock -name clk0 -period $clk_period

set non_clock_inputs [all_inputs -no_clocks]
set_input_delay [expr $clk_period * $clk_io_pct] -clock clk0 $non_clock_inputs
set_output_delay [expr $clk_period * $clk_io_pct] -clock clk0 [all_outputs]
```
**flow/design.v**
```verilog
`timescale 1ns / 1ps
module CLA_16bit_LCU(
    input [15:0] ip1,
    input [15:0] ip2,
    input c_in,
    output [15:0] sum,
    output c_out,
    output p,
    output g
    );
	wire [4:1] c;  
	wire [3:0] P, G;  
	CLA_4bit_aug cla4_1(.ip1(ip1[3:0]), .ip2(ip2[3:0]), .c_in(c_in), .sum(sum[3:0]), .P(P[0]), .G(G[0]));
	CLA_4bit_aug cla4_2(.ip1(ip1[7:4]), .ip2(ip2[7:4]), .c_in(c[1]), .sum(sum[7:4]), .P(P[1]), .G(G[1]));
	CLA_4bit_aug cla4_3(.ip1(ip1[11:8]), .ip2(ip2[11:8]), .c_in(c[2]), .sum(sum[11:8]), .P(P[2]), .G(G[2]));
	CLA_4bit_aug cla4_4(.ip1(ip1[15:12]), .ip2(ip2[15:12]), .c_in(c[3]), .sum(sum[15:12]), .P(P[3]), .G(G[3]));
	LookAheadCarryUnit lcu(.c_in(c_in), .P(P), .G(G), .c(c), .P_cla(p), .G_cla(g));
	assign c_out = c[4];
endmodule
`timescale 1ns / 1ps
module CLA_4bit_aug(
    input [3:0] ip1,
    input [3:0] ip2,
    input c_in,
    output [3:0]sum,
    output P,
    output G
    );
    wire [3:0] g, p, c;
    wire [9:0] f;  
    and gen0(g[0], ip1[0], ip2[0]);
    and gen1(g[1], ip1[1], ip2[1]);
    and gen2(g[2], ip1[2], ip2[2]);
    and gen3(g[3], ip1[3], ip2[3]);
    xor  pro0(p[0], ip1[0], ip2[0]);
    xor  pro1(p[1], ip1[1], ip2[1]);
    xor  pro2(p[2], ip1[2], ip2[2]);
    xor  pro3(p[3], ip1[3], ip2[3]);
    and and0(f[0], p[0] , c[0]);
    and and1(f[1], p[1] , g[0]);
    and and2(f[2], p[1] , p[0] , c[0]);
    and and3(f[3], p[2] , g[1]);
    and and4(f[4], p[2] , p[1] , g[0]);
    and and5(f[5], p[2] , p[1] , p[0] , c[0]);
    and and6(f[6], p[3] , g[2]);
    and and7(f[7], p[3] , p[2] , g[1]);
    and and8(f[8], p[3] , p[2] , p[1] , g[0]);
    and and9(f[9], p[3] , p[2] , p[1] , p[0] , c[0]);
    assign c[0] = c_in;
    or  or0(c[1], g[0], f[0]);
    or  or1(c[2], g[1], f[1], f[2]);
    or  or2(c[3], g[2], f[3], f[4], f[5]);
    or  or3(c_out, g[3], f[6], f[7], f[8], f[9]);
    xor s0(sum[0], p[0], c[0]);
    xor s1(sum[1], p[1], c[1]);
    xor s2(sum[2], p[2], c[2]);
    xor s3(sum[3], p[3], c[3]);
    and pro(P, p[0], p[1], p[2], p[3]);
    or  gen(G, g[3], f[6], f[7], f[8]);
endmodule
`timescale 1ns / 1ps
module LookAheadCarryUnit(
    input c_in,
    input [3:0] P,
    input [3:0] G,
    output [4:1] c,
    output P_cla,
    output G_cla
    );
    wire [9:0]f;
    and and0(f[0], P[0], c_in);
    and and1(f[1], P[1], G[0]);
    and and2(f[2], P[1], P[0], c_in);
    and and3(f[3], P[2], G[1]);
    and and4(f[4], P[2], P[1], G[0]);
    and and5(f[5], P[2], P[1], P[0], c_in);
    and and6(f[6], P[3], G[2]);
    and and7(f[7], P[3], P[2], G[1]);
    and and8(f[8], P[3], P[2], P[1], G[0]);
    and and9(f[9], P[3], P[2], P[1], P[0], c_in);
    or  or0(c[1], G[0], f[0]);
    or  or1(c[2], G[1], f[1], f[2]);
    or  or2(c[3], G[2], f[3], f[4], f[5]);
    or  or3(c[4], G[3], f[6], f[7], f[8], f[9]);
    and pro(P_cla, P[3], P[2], P[1], P[0]);
    or  gen(G_cla, G[3], f[6], f[7], f[8]);
endmodule
```
**flow/run.sh**
```bash
#!/bin/bash
# OpenROAD 26Q1-2900-gdf79404cd8, Yosys 0.63+post, stock flow scripts
make -C /OpenROAD-flow-scripts/flow DESIGN_CONFIG=/design/flow/config.mk WORK_HOME=/design/flow/orfs finish
```
==> out/results.tsv <==
metric	value	unit
outcome	completed	
port_buffers	52	
drc_errors	0	
required	2.96	ns
yosys-stat-cells	104	
wl	3.046	mm
hpwlAfterDp	2.658	mm
endpoint_kind	output port	
die_x	101	um
grt_start_max_net_pins	8	
ys_warn_count	1	
post-route-min-period	3.621	ns
dp_slack	-0.3522	ns
vias	1020	
post-synth-top-count-cell	ha_1	
first_pass_iters	4	
flops	0	
ant_nets	0	
irDropWorstVdd	0.07089	mV
yosysChipArea	815.8	um^2
synthesis.area	815.8	um^2
overflow	0	
ys_types	31	
regArea	0	um^2
worstMarginPinSlew	0.3059	ns
hold_violations	0	
top_cells_by_area	ha_1 (25%), fa_1 (9.8%), xnor2_1 (8.6%)	
ctsHoldBuffers	0	
critPathMaxFanout	2	
rsz0062_at_grt	no	
yosysSeqAreaShare	0	%
n_antenna_cell	0	
grt_pass1_wl	4.968	mm
yosysTopAreaCell	ha_1	
avgRoutedWirePerCell	11.58	um
hold_class	input port to output port	
max_freq	276.2	MHz
coreArea	6350	um^2
pwr_density_cell	159.9	nW/um^2
area_growth	126.5	%
grtUsageTotal	5.772	%
placed_area	1590	um^2
warning_count	32	
antenna_found_initial	0	
cellLeakagePower	0.9114	nW
cap_violations	0	
die-area	10200	um^2
setup_viol	0	
grt_pass1_vias	1030	
slew_violations	0	
fin_util	29.10	%
place_congestion	0.7468	
avgSynthCellArea	7.844	um^2
finalSetupTns	0	ns
power	0.2955	mW
io_pins	52	
fp_util	12.85	%
crit_type	input port to output port	
finalWorstSetupSlack	0.07909	ns
arrival	2.88	ns
netlist_top_cells_count	ha_1 (16), inv_1 (12), xnor2_1 (8)	
avgViaCountPerCell	3.878	
period_used_share	97.86	%
die-height	101	um
drt_iter0_markers	23	
n_clock_buffer	0	
relSlewSlack	79.60	%
finalInstanceArea	1848	um^2
yosys.area.top_type_share	24.54	%
syn_inst	104	
worstSetupStartpointType	input port	
layout-drive-gt1-share	29.03	%
rows	29	
fill_cells	653	
-- what timing repair did --
action	CTS	global route
pin swaps	13	15
endpoints found under the setup margin	13	10
resized	35	23
buffers inserted	5	4
-- cells in the final DEF (no fill, tap or decap), types with 4 or more instances in the layout --
cell type / count
nand2_1: 5
ha_1: 7
buf_4: 30
dlymetal6s2s_1: 16
xnor2_1: 8
dlygate4sd2_1: 14
a21o_1: 4
a21oi_1: 4
ha_4: 9
o21ai_0: 4
clkdlybuf4s50_1: 21
nor2_1: 6
inv_1: 12
-- report_power, final --
| part | internal [mW] | switching, mW | total [mW] |
|---|---|---|---|
| Sequential | 0 | 0 | 0 |
| Combinational | 0.186 | 0.109 | 0.296 |
| Clock | 0 | 0 | 0 |
-- critical path, stage by stage --
cell and delay (ns):
clkdlybuf4s50_1 0.41, ha_1 0.30, nand4_1 0.12, or2_1 0.26, o221a_4 0.26, fa_2 0.51
inv_1 0.03, dlygate4sd2_1 0.24
-- per-layer routing --
layer	up-vias	track usage, %	share of wire (%)
li1	546	-	-
met5	-	0	0
met4	0	0	0
met3	0	1.386	7.4
met2	28	9.681	47
met1	446	7.798	46
-- final cells by class --
type	instances	area (um^2)	share of cell area, %
tap	77	96.34	5.213
multi-input combinational	92	943.4	51.05
timing repair buffer	82	763.2	41.30
inverter	12	45.04	2.437
-- cell families after synthesis --
logic type	count (synthesis)	share of synthesized area [%]
compound gates	30	25.61
xor+xnor	10	10.74
fa+ha+maj	20	34.36
buf+inv	12	5.521
mux	3	3.681
simple gates	29	20.09
-- metrics by stage --
step                cells  hold WS, ns
floorplan             104        1.587
global placement      254        2.581
detailed placement    254        2.590
CTS                   259        2.385
global route          263        2.105
finish                263        2.051
-- worst paths after layout --
path                  startpoint  endpoint  slack, ns  cells past startpoint
worst max-delay path      ip2[9]   sum[12]       0.08                      8
worst min-delay path     ip2[10]   sum[10]       2.05                      5
Power figures rest on the tool's default switching activity, not on a simulated workload.
