[config.mk]
export PLATFORM = sky130hd
export DESIGN_NAME = register_file
export DESIGN_NICKNAME = register_file
export VERILOG_FILES = /design/flow/design.v
export SDC_FILE = /design/flow/constraint.sdc
export NUM_CORES = 4
export LEC_CHECK = 1
export CORE_UTILIZATION = 40
[constraint.sdc]
current_design register_file

set clk_period 19.8
set clk_io_pct 0.2

create_clock -name clk0 -period $clk_period [get_ports {clk}]

set non_clock_inputs [all_inputs -no_clocks]
set_input_delay [expr $clk_period * $clk_io_pct] -clock clk0 $non_clock_inputs
set_output_delay [expr $clk_period * $clk_io_pct] -clock clk0 [all_outputs]
[design.v]
`timescale 1ns / 1ps
module register_file(
    input [4:0] reg_addr_1,
    input [4:0] reg_addr_2,
    input [1:0] reg_write,
    input [31:0] writeData,
    output [31:0] read_data_1,
    output [31:0] read_data_2,
    input clk,
    input rst,
	 output [31:0] retReg  
    );
    reg [31:0] reg_[31:0];
    always @(posedge clk) begin
        if(rst) begin
            reg_[0] <= 32'd12;
            reg_[1] <= 32'd3;
            reg_[2] <= 32'd5;
            reg_[3] <= 32'd0;
            reg_[4] <= 32'd32;
            reg_[5] <= 32'd0;
            reg_[6] <= 32'd0;
            reg_[7] <= 32'd0;
            reg_[8] <= 32'd0;
            reg_[9] <= 32'd0;
            reg_[10] <= 32'd0;
            reg_[11] <= 32'd0;
            reg_[12] <= 32'd0;
            reg_[13] <= 32'd0;
            reg_[14] <= 32'd0;
            reg_[15] <= 32'd0;
            reg_[16] <= 32'd0;
            reg_[17] <= 32'd0;
            reg_[18] <= 32'd0;
            reg_[19] <= 32'd0;
            reg_[20] <= 32'd0;
            reg_[21] <= 32'd0;
            reg_[22] <= 32'd0;
            reg_[23] <= 32'd0;
            reg_[24] <= 32'd0;
            reg_[25] <= 32'd0;
            reg_[26] <= 32'd0;
            reg_[27] <= 32'd0;
            reg_[28] <= 32'd0;
            reg_[29] <= 32'd0;
            reg_[30] <= 32'd0;
            reg_[31] <= 32'd0;
        end else begin
            case(reg_write)
                2'b01:
                    begin
                        reg_[reg_addr_1] <= writeData;   
                    end 
                2'b10:
                    begin
                        reg_[reg_addr_2] <= writeData;   
                    end
                2'b11:
                    begin
                        reg_[5'b11111] <= writeData;    
                    end
                default:
                    begin
                    end 
            endcase
        end
    end
    assign read_data_1 = reg_[reg_addr_1];
    assign read_data_2 = reg_[reg_addr_2];
	 assign retReg = reg_[5'b00001];
endmodule
[run.sh]
#!/bin/bash
# OpenROAD 26Q1-2900-gdf79404cd8, Yosys 0.63+post, stock flow scripts
make -C /OpenROAD-flow-scripts/flow DESIGN_CONFIG=/design/flow/config.mk WORK_HOME=/design/flow/orfs finish
==> run notes <==
Looking at the max-slew report, the worst-margin pin has a slew of 1.04 ns. Yosys instantiated no cell more often than mux2i_1. The pin count of the biggest net entering global routing is 89. The worst hold path belongs to the class in -> reg.

The commonest cells after synthesis are 1027 x mux2i_1, 1024 x edfxtp_1, 987 x and2_1, 307 x clkbuf_1, 204 x nand2_1. Clock-pin slew reported for the worst setup and hold paths after clock tree synthesis: 0.06 ns. Most used flip-flop cell after synthesis: edfxtp_1. Leading area contributor after synthesis: edfxtp_1.

For the area reported by Yosys stat, the log shows 55800 sq um. The number of clock buffers added by TritonCTS is 113. Per the synth log, the flip-flop and latch total comes to 1024. In this run, synthesis inferred 1024 flip-flops with an integrated enable. The run gives 2414 as the violation tally from detailed-route iteration zero.

The horizontal die dimension was 376 microns. The core region is 138000 sq um. The async set-or-reset flop fraction in the synthesized netlist was 0%.

TritonCTS reports the number of clock sinks as 1024. The final count of hold timing violations is 0, and the sequential cell area fraction in the yosys report is 55.1%. The run gives 8.03% for the share of cells above drive strength 1. The logs give 0.0000653 V for the maximum VDD drop and 0 for the number of post-CTS setup repair buffers.

The flow ran to the end, and the final reports show no timing, DRC or antenna violations. The number of routed nets with antenna violations is 0, and the number of endpoints failing setup at the final stage is 0. After layout, the minimum clock period comes to 12.55 ns.

STA classifies the critical path endpoint as an output port. More flip-flops sit in one register than any other, and that register is reg_. The synthesized netlist contains 31 unique library cells. Total negative slack: 0 ns. The depth of the CTS H-tree is 3.

With the number of antenna violations at the first check in global routing at 6, the maximum clock frequency is 79.7 MHz. The main area contributors are edfxtp_1 55%, mux2i_1 18%, and2_1 11%. For the minimum setup slack in the final design, the log shows 7.25 ns.

The cell area after placement is 59200 sq um, and the portion of synthesized cell area occupied by the leading cell type is 55.1%. The total of fill cells in the finished design was 12.2k. The critical path is of the in -> out type. The average footprint of a synthesized cell was 12.0 sq um. Per the gpl log, the routability congestion estimate is 0.935. Using the TritonRoute via totals, the vias-per-cell ratio works out to 5.74.

In this run the worst path has a maximum fanout of 43. The worst-case max-slew headroom was logged as 30.4%. Setup repair after global routing left no endpoint under its margin. The run gives 141000 sq um as the area enclosed by the die boundary. Ratio of total power to cell area: 82.8 nW/um^2. The data arrival time reported for the critical path is 8.59 ns.

According to the dpl log, the detail-placed design has an HPWL of 108000 microns. For the number of primary I/O pins, the log shows 142. With the number of buffers added on ports at 141, the final max-slew violation count is 0. Across the run, the number of max-cap violations was 0. The run gives 4657 as the cell count after synthesis.

With the yosys cell count at 4657, the cell leakage power is 24.0 nW. TritonCTS built the clock tree. Global-route wire length before repair: 269000 microns.

The largest registers in the layout are reg_ (1024). The global routing report lists combined usage of all routing layers as 28.3%. In the post-route report, total wirelength is listed as 188000 microns. Relative to the synthesized area, the layout overhead comes to 12.0%. Quantity of hold-fixing buffers added after cts: 0. The mean routed wirelength per cell came out at 28.5 microns. The clock passes through at most 3 buffers. The run gives 63.4% for the post-route fraction of the period consumed by the critical path.

The run gives 0 for the quantity of gates resized following cts. The routed layout has 37.7k vias. The count of yosys warnings during synthesis is 1, and the setup slack after placement is 7.28 ns. The register with the most flip-flops in the layout has 1024 of them.

The die is 376 microns tall. Total DRC errors in the routed layout: 0. According to the floorplan log, the row count is 136. The OpenROAD report gives the critical path a required time of 15.84 ns. Before any placement, the netlist area is recorded as 55800 sq um. Final global-route overflow total: 0. The pre-antenna-repair detailed-routing pass consisted of 5 iterations. The clock tree root buffer cell was clkbuf_16.

Summing over the stages, the warning tally comes to 26. Across all hold checks on the routed design, the worst slack comes to 4.19 ns. STA classifies the critical path startpoint as an input port. The logs give 38.4k for the number of global-route vias before repair and 62500 sq um for the area of all placed cells without fillers.

Fraction of the core area occupied by cells at floorplan: 40.5%.
-- metrics by stage --
stage | util (%) | std cells | power [mW]
finish | 45.3 | 6575 | 5.18
global route | 45.3 | 6560 | 5.34
CTS | 45.3 | 6559 | 5.20
detailed placement | 42.9 | 6363 | 3.26
global placement | 42.9 | 6363 | 3.25
floorplan | - | 4657 | 2.96
-- metal layers --
metal  up-vias  GRT usage, %  part of all wire [%]
met3       329          16.3                    14
met4         6          7.24                   3.0
met1     18400          36.8                    37
li1      17000             -                     -
met2      1973          41.8                    46
met5         -          1.44                  0.12
-- cells by family after synthesis --
kind of cell	Yosys count	share of synthesized area, %
AOI/OAI and AO/OA	581	7.08
muxes	1032	18.5
buffers and inverters	449	3.27
DFF	1024	55.1
and+or+nand+nor	1571	16.0
-- cell usage in the layout (no fill, tap or decap), types with 4 or more instances in the layout --
cell type        instances
a31oi_1                 64
clkinv_1                24
nor3_2                   5
clkbuf_1                35
nor2_2                  15
buf_4                  146
nor2_4                   8
and2_1                 985
edfxtp_1              1024
nand2b_2                 4
or2_2                   33
or3_1                    5
nand2_1                204
mux2_2                   4
clkinv_2                12
buf_12                   5
nor3_1                  64
nor3_4                   5
nand3_1                198
a22o_1                 128
a21oi_1                194
diode_2                 16
clkinv_8                 4
bufinv_16                4
mux2i_1               1027
clkdlybuf4s50_1        139
a22oi_1                192
clkbuf_16              113
nor2b_4                  4
nor2b_1                 32
-- worst max-delay path: stages --
cell and delay, ns:
clkdlybuf4s50_1 0.66, nor2b_4 0.55, buf_4 0.66, buf_4 0.58
buf_4 0.70, a22oi_1 0.20, a31oi_1 0.36, nand3_1 0.32
clkdlybuf4s50_1 0.51
-- layout make-up --
type                            count  area [sq um]  share of cell area, %
Clock inverter                     48           368                  0.588
Timing Repair Buffer              292          2620                   4.19
Antenna cell                       16          40.0                 0.0640
Clock buffer                      148          2960                   4.73
Sequential cell                  1024         30700                   49.2
Tap cell                         1863          2330                   3.73
Multi-Input combinational cell   3184         23500                   37.5
-- report_power, final --
part	internal, mW	total (mW)	switching, mW
clock	1.09	1.95	0.861
sequential	2.51	2.57	0.0617
combinational	0.236	0.651	0.415
total	3.84	5.18	1.34
-- final timing paths --
kind,startpoint,cells after the start,slack [ns],to
worst max-delay path,reg_addr_1[0],9,7.25,read_data_1[13]
worst min-delay path,writeData[25],3,4.19,reg_[31][25]$_DFFE_PP_
No activity file was given, so power comes from the tool's default toggle rates.
